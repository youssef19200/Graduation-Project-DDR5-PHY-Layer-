===== run.sh =====
#!/bin/bash
# OpenROAD 26Q1-2900-gdf79404cd8, Yosys 0.63+post, stock flow scripts
make -C /OpenROAD-flow-scripts/flow DESIGN_CONFIG=/design/flow/config.mk WORK_HOME=/design/flow/orfs finish

===== config.mk =====
export PLATFORM = sky130hd
export DESIGN_NAME = ddr5_phy_crc_check
export DESIGN_NICKNAME = ddr5_phy_crc_check
export VERILOG_FILES = /design/flow/design.v
export SDC_FILE = /design/flow/constraint.sdc
export NUM_CORES = 4
export LEC_CHECK = 1
export CORE_AREA = 10 10 95 95
export DIE_AREA = 0 0 105 105

===== design.v =====
module ddr5_phy_crc_check
    # (parameter pDRAM_SIZE = 4 )   
(
	input 					clk_i ,                 
	input 					rst_n_i ,               
	input 					crc_en_i ,              
	input 					pre_rddata_valid_i ,    
  	input [2*pDRAM_SIZE-1: 0] dfi_rddata_i ,        
  	output reg           	 dfi_alert_n_o              
);
    wire [2*pDRAM_SIZE-1: 0]	 crc_calculated;    
    reg  [3:0]                   cycle_cnt;                         
    reg                          calculating;                      
    ddr5_phy_crc_gen #(.pDRAM_SIZE(pDRAM_SIZE)) crc_gen (
        .clk_i(clk_i),
        .rst_n_i(rst_n_i),
        .crc_en_i(crc_en_i),
        .crc_in_data_i (dfi_rddata_i),
        .crc_code_o(crc_calculated)
    );
    always  @(posedge clk_i or negedge rst_n_i) begin
        if(!rst_n_i)  begin                     
            cycle_cnt     <= 4'd0;
            calculating   <= 1'b0;
            dfi_alert_n_o <= 1'b1;               
        end
        else begin
            dfi_alert_n_o <= 1'b1;              
            if (pre_rddata_valid_i && !calculating) begin       
                calculating <= 1'b1;
                cycle_cnt   <= 4'b1;
            end
            else if (calculating) begin
                if (cycle_cnt < 4'd8) begin
                    cycle_cnt <= cycle_cnt + 1'b1;
                end else begin
                    cycle_cnt      <= 4'd0;
                    calculating    <= 1'b0;
                end
            end   
            if (calculating && cycle_cnt == 4'd8) begin
                if (dfi_rddata_i != crc_calculated)           
                    dfi_alert_n_o <= 1'b0;                     
            end
        end
    end
endmodule
module ddr5_phy_crc_gen 
    # (parameter pDRAM_SIZE = 4 )   
(
	input 					clk_i ,          
	input 					rst_n_i ,          
	input 					crc_en_i ,       
  	input  [2*pDRAM_SIZE-1: 0]	 crc_in_data_i ,  
  	output  [2*pDRAM_SIZE-1: 0]	 crc_code_o        
);
    genvar i ;
    generate
        for ( i=0 ; i< 2*pDRAM_SIZE ; i = i+8 )
	    begin
        ddr5_phy_crc_x4 crc_x4_U (
            .clk_i(clk_i),
            .rst_n_i(rst_n_i),
            .crc_en_i(crc_en_i),
            .crc_in_data_i (crc_in_data_i[i+7 : i]),
            .crc_code_o(crc_code_o[i+7 : i])
        );
	    end
  endgenerate
endmodule
module ddr5_phy_crc_x4 (
  	input 			clk_i ,          
	input 			rst_n_i ,          
  	input 			crc_en_i ,       
	input [7: 0]  crc_in_data_i ,    
  	output  [7: 0]	crc_code_o       
);
reg [7:0]  data_register;    
reg	[3:0]  counter;          
always @(posedge clk_i or negedge rst_n_i)
    begin  
	if(!rst_n_i) begin   
		data_register <= 8'b0  ;
		counter       <= 3'b0  ;
	end
	else if(crc_en_i) begin
		counter <= counter + 1 ;   
		case (counter)
	    4'b0000 : begin       
			data_register[0] <= crc_in_data_i[0] ^ crc_in_data_i[6] ^ crc_in_data_i[7];
			data_register[1] <= crc_in_data_i[0] ^ crc_in_data_i[1] ^ crc_in_data_i[6];
			data_register[2] <= crc_in_data_i[0] ^ crc_in_data_i[1] ^ crc_in_data_i[2] ^ crc_in_data_i[6];
		    data_register[3] <= crc_in_data_i[1] ^ crc_in_data_i[2] ^ crc_in_data_i[3] ^ crc_in_data_i[7];
			data_register[4] <= crc_in_data_i[2] ^ crc_in_data_i[3] ^ crc_in_data_i[4];
			data_register[5] <= crc_in_data_i[3] ^ crc_in_data_i[4] ^ crc_in_data_i[5];
			data_register[6] <= crc_in_data_i[4] ^ crc_in_data_i[5] ^ crc_in_data_i[6];
		    data_register[7] <= crc_in_data_i[5] ^ crc_in_data_i[6] ^ crc_in_data_i[7];
		end
	    4'b0001 :  begin      
            data_register[0] <= data_register[0] ^ data_register[6] ^ data_register[7] ^ crc_in_data_i[0] ^ crc_in_data_i[6] ^ crc_in_data_i[7];
			data_register[1] <= data_register[0] ^ data_register[1] ^ data_register[6] ^ crc_in_data_i[0] ^ crc_in_data_i[1] ^ crc_in_data_i[6];
			data_register[2] <= data_register[0] ^ data_register[1] ^ data_register[2] ^ data_register[6] ^ crc_in_data_i[0] ^ crc_in_data_i[1] ^ crc_in_data_i[2] ^ crc_in_data_i[6];
			data_register[3] <= data_register[1] ^ data_register[2] ^ data_register[3] ^ data_register[7] ^ crc_in_data_i[1] ^ crc_in_data_i[2] ^ crc_in_data_i[3] ^ crc_in_data_i[7];
			data_register[4] <= data_register[2] ^ data_register[3] ^ data_register[4] ^ crc_in_data_i[2] ^ crc_in_data_i[3] ^ crc_in_data_i[4];
			data_register[5] <= data_register[3] ^ data_register[4] ^ data_register[5] ^ crc_in_data_i[3] ^ crc_in_data_i[4] ^ crc_in_data_i[5];
			data_register[6] <= data_register[4] ^ data_register[5] ^ data_register[6] ^ crc_in_data_i[4] ^ crc_in_data_i[5] ^ crc_in_data_i[6];
			data_register[7] <= data_register[5] ^ data_register[6] ^ data_register[7] ^ crc_in_data_i[5] ^ crc_in_data_i[6] ^ crc_in_data_i[7];
        end
	    4'b0010 : begin       
            data_register[0] <= data_register[0] ^ data_register[6] ^ data_register[7] ^ crc_in_data_i[0] ^ crc_in_data_i[6] ^ crc_in_data_i[7];
			data_register[1] <= data_register[0] ^ data_register[1] ^ data_register[6] ^ crc_in_data_i[0] ^ crc_in_data_i[1] ^ crc_in_data_i[6];
			data_register[2] <= data_register[0] ^ data_register[1] ^ data_register[2] ^ data_register[6] ^ crc_in_data_i[0] ^ crc_in_data_i[1] ^ crc_in_data_i[2] ^ crc_in_data_i[6];
			data_register[3] <= data_register[1] ^ data_register[2] ^ data_register[3] ^ data_register[7] ^ crc_in_data_i[1] ^ crc_in_data_i[2] ^ crc_in_data_i[3] ^ crc_in_data_i[7];
			data_register[4] <= data_register[2] ^ data_register[3] ^ data_register[4] ^ crc_in_data_i[2] ^ crc_in_data_i[3] ^ crc_in_data_i[4];
			data_register[5] <= data_register[3] ^ data_register[4] ^ data_register[5] ^ crc_in_data_i[3] ^ crc_in_data_i[4] ^ crc_in_data_i[5];
			data_register[6] <= data_register[4] ^ data_register[5] ^ data_register[6] ^ crc_in_data_i[4] ^ crc_in_data_i[5] ^ crc_in_data_i[6];
			data_register[7] <= data_register[5] ^ data_register[6] ^ data_register[7] ^ crc_in_data_i[5] ^ crc_in_data_i[6] ^ crc_in_data_i[7];
        end
	    4'b0011 : begin    	  
            data_register[0] <= data_register[0] ^ data_register[6] ^ data_register[7] ^ crc_in_data_i[0] ^ crc_in_data_i[6] ^ crc_in_data_i[7];
			data_register[1] <= data_register[0] ^ data_register[1] ^ data_register[6] ^ crc_in_data_i[0] ^ crc_in_data_i[1] ^ crc_in_data_i[6];
			data_register[2] <= data_register[0] ^ data_register[1] ^ data_register[2] ^ data_register[6] ^ crc_in_data_i[0] ^ crc_in_data_i[1] ^ crc_in_data_i[2] ^ crc_in_data_i[6];
			data_register[3] <= data_register[1] ^ data_register[2] ^ data_register[3] ^ data_register[7] ^ crc_in_data_i[1] ^ crc_in_data_i[2] ^ crc_in_data_i[3] ^ crc_in_data_i[7];
			data_register[4] <= data_register[2] ^ data_register[3] ^ data_register[4] ^ crc_in_data_i[2] ^ crc_in_data_i[3] ^ crc_in_data_i[4];
			data_register[5] <= data_register[3] ^ data_register[4] ^ data_register[5] ^ crc_in_data_i[3] ^ crc_in_data_i[4] ^ crc_in_data_i[5];
			data_register[6] <= data_register[4] ^ data_register[5] ^ data_register[6] ^ crc_in_data_i[4] ^ crc_in_data_i[5] ^ crc_in_data_i[6];
			data_register[7] <= data_register[5] ^ data_register[6] ^ data_register[7] ^ crc_in_data_i[5] ^ crc_in_data_i[6] ^ crc_in_data_i[7];
        end
	    4'b0100 : begin       
            data_register[0] <= data_register[0] ^ data_register[6] ^ data_register[7] ^ crc_in_data_i[0] ^ crc_in_data_i[6] ^ crc_in_data_i[7];
			data_register[1] <= data_register[0] ^ data_register[1] ^ data_register[6] ^ crc_in_data_i[0] ^ crc_in_data_i[1] ^ crc_in_data_i[6];
			data_register[2] <= data_register[0] ^ data_register[1] ^ data_register[2] ^ data_register[6] ^ crc_in_data_i[0] ^ crc_in_data_i[1] ^ crc_in_data_i[2] ^ crc_in_data_i[6];
			data_register[3] <= data_register[1] ^ data_register[2] ^ data_register[3] ^ data_register[7] ^ crc_in_data_i[1] ^ crc_in_data_i[2] ^ crc_in_data_i[3] ^ crc_in_data_i[7];
			data_register[4] <= data_register[2] ^ data_register[3] ^ data_register[4] ^ crc_in_data_i[2] ^ crc_in_data_i[3] ^ crc_in_data_i[4];
			data_register[5] <= data_register[3] ^ data_register[4] ^ data_register[5] ^ crc_in_data_i[3] ^ crc_in_data_i[4] ^ crc_in_data_i[5];
			data_register[6] <= data_register[4] ^ data_register[5] ^ data_register[6] ^ crc_in_data_i[4] ^ crc_in_data_i[5] ^ crc_in_data_i[6];
			data_register[7] <= data_register[5] ^ data_register[6] ^ data_register[7] ^ crc_in_data_i[5] ^ crc_in_data_i[6] ^ crc_in_data_i[7];
        end
        4'b0101 : begin       
            data_register[0] <= data_register[0] ^ data_register[6] ^ data_register[7] ^ crc_in_data_i[0] ^ crc_in_data_i[6] ^ crc_in_data_i[7];
			data_register[1] <= data_register[0] ^ data_register[1] ^ data_register[6] ^ crc_in_data_i[0] ^ crc_in_data_i[1] ^ crc_in_data_i[6];
			data_register[2] <= data_register[0] ^ data_register[1] ^ data_register[2] ^ data_register[6] ^ crc_in_data_i[0] ^ crc_in_data_i[1] ^ crc_in_data_i[2] ^ crc_in_data_i[6];
			data_register[3] <= data_register[1] ^ data_register[2] ^ data_register[3] ^ data_register[7] ^ crc_in_data_i[1] ^ crc_in_data_i[2] ^ crc_in_data_i[3] ^ crc_in_data_i[7];
			data_register[4] <= data_register[2] ^ data_register[3] ^ data_register[4] ^ crc_in_data_i[2] ^ crc_in_data_i[3] ^ crc_in_data_i[4];
			data_register[5] <= data_register[3] ^ data_register[4] ^ data_register[5] ^ crc_in_data_i[3] ^ crc_in_data_i[4] ^ crc_in_data_i[5];
			data_register[6] <= data_register[4] ^ data_register[5] ^ data_register[6] ^ crc_in_data_i[4] ^ crc_in_data_i[5] ^ crc_in_data_i[6];
			data_register[7] <= data_register[5] ^ data_register[6] ^ data_register[7] ^ crc_in_data_i[5] ^ crc_in_data_i[6] ^ crc_in_data_i[7];
        end
	    4'b0110 : begin       
            data_register[0] <= data_register[0] ^ data_register[6] ^ data_register[7] ^ crc_in_data_i[0] ^ crc_in_data_i[6] ^ crc_in_data_i[7];
			data_register[1] <= data_register[0] ^ data_register[1] ^ data_register[6] ^ crc_in_data_i[0] ^ crc_in_data_i[1] ^ crc_in_data_i[6];
			data_register[2] <= data_register[0] ^ data_register[1] ^ data_register[2] ^ data_register[6] ^ crc_in_data_i[0] ^ crc_in_data_i[1] ^ crc_in_data_i[2] ^ crc_in_data_i[6];
			data_register[3] <= data_register[1] ^ data_register[2] ^ data_register[3] ^ data_register[7] ^ crc_in_data_i[1] ^ crc_in_data_i[2] ^ crc_in_data_i[3] ^ crc_in_data_i[7];
			data_register[4] <= data_register[2] ^ data_register[3] ^ data_register[4] ^ crc_in_data_i[2] ^ crc_in_data_i[3] ^ crc_in_data_i[4];
			data_register[5] <= data_register[3] ^ data_register[4] ^ data_register[5] ^ crc_in_data_i[3] ^ crc_in_data_i[4] ^ crc_in_data_i[5];
			data_register[6] <= data_register[4] ^ data_register[5] ^ data_register[6] ^ crc_in_data_i[4] ^ crc_in_data_i[5] ^ crc_in_data_i[6];
			data_register[7] <= data_register[5] ^ data_register[6] ^ data_register[7] ^ crc_in_data_i[5] ^ crc_in_data_i[6] ^ crc_in_data_i[7];
        end
	    4'b0111 : begin       
            data_register[0] <= data_register[0] ^ data_register[6] ^ data_register[7] ^ crc_in_data_i[0] ^ crc_in_data_i[6] ^ crc_in_data_i[7];
			data_register[1] <= data_register[0] ^ data_register[1] ^ data_register[6] ^ crc_in_data_i[0] ^ crc_in_data_i[1] ^ crc_in_data_i[6];
			data_register[2] <= data_register[0] ^ data_register[1] ^ data_register[2] ^ data_register[6] ^ crc_in_data_i[0] ^ crc_in_data_i[1] ^ crc_in_data_i[2] ^ crc_in_data_i[6];
			data_register[3] <= data_register[1] ^ data_register[2] ^ data_register[3] ^ data_register[7] ^ crc_in_data_i[1] ^ crc_in_data_i[2] ^ crc_in_data_i[3] ^ crc_in_data_i[7];
			data_register[4] <= data_register[2] ^ data_register[3] ^ data_register[4] ^ crc_in_data_i[2] ^ crc_in_data_i[3] ^ crc_in_data_i[4];
			data_register[5] <= data_register[3] ^ data_register[4] ^ data_register[5] ^ crc_in_data_i[3] ^ crc_in_data_i[4] ^ crc_in_data_i[5];
			data_register[6] <= data_register[4] ^ data_register[5] ^ data_register[6] ^ crc_in_data_i[4] ^ crc_in_data_i[5] ^ crc_in_data_i[6];
			data_register[7] <= data_register[5] ^ data_register[6] ^ data_register[7] ^ crc_in_data_i[5] ^ crc_in_data_i[6] ^ crc_in_data_i[7];
        end
	    4'b1000 :  counter <= 4'b0; 
		endcase
	end
end
assign crc_code_o = (counter == 4'b1000)? data_register : 8'b0000; 
endmodule  

===== constraint.sdc =====
current_design ddr5_phy_crc_check

set clk_period 3.0
set clk_io_pct 0.2

create_clock -name clk0 -period $clk_period [get_ports {clk_i}]

set non_clock_inputs [all_inputs -no_clocks]
set_input_delay [expr $clk_period * $clk_io_pct] -clock clk0 $non_clock_inputs
set_output_delay [expr $clk_period * $clk_io_pct] -clock clk0 [all_outputs]

==> results.sh <==
# yosys + openroad results
export IMPL_design_core_area_mm2=0.00691
export IMPL_worstReg2RegStart="crc_gen.genblk1[0].crc_x4_U.counter[0]"
export IMPL_drc=0
export IMPL_holdPathEnd="cycle_cnt[3]"
export IMPL_initial_core_util_pct=23.1
export IMPL_worstReg2RegEnd="crc_gen.genblk1[0].crc_x4_U.data_register[2]"
export IMPL_cpPeakStageDelay_ps=630
export IMPL_setup_worst_path_end_class="flop"
export IMPL_ys_flops=18
export IMPL_slowest_stage="clkdlybuf4s50_1"
export IMPL_power_leakage_nw=0.697
export IMPL_grt_overflow=0
export IMPL_required_ps=3140
export IMPL_vias_per_cell=4.48
export IMPL_power_density_mw_per_mm2=917
export IMPL_gp_congestion=0.820
export IMPL_dp_slack_ps=675
export IMPL_die_y_um=105
export IMPL_dieArea_mm2=0.0110
export IMPL_antennaDiodeCount=0
export IMPL_clk_latency_ps=260
export IMPL_tns_ps=0
export IMPL_drive_gt1_share_pct=10.0
export IMPL_irDropWorstVdd_v=0.000313
export IMPL_tightest_slew_ps=381
export IMPL_h_tree_depth=1
export IMPL_openroad_warnings=29
export IMPL_finalWirelength_mm=3.26
export IMPL_fin_cells=286
export IMPL_path_class="input port to flop"
export IMPL_async_flop_share_pct=100
export IMPL_holdCritPathClass="flop to flop"
export IMPL_synthToLayoutAreaGrowth_pct=15.1
export IMPL_ctsHoldBuffers=0
export IMPL_setup_viol=0
export IMPL_grt_max_degree=22
export IMPL_grt_pass1_wl_mm=5.81
export IMPL_yosysSeqAreaShare_pct=28.3
export IMPL_slew_headroom_pct=74.5
export IMPL_cap_violations=0
export IMPL_antenna_found_initial=0
export IMPL_r2r_cells=7
export IMPL_num_vias=1280
export IMPL_fmax_ghz=0.482
export IMPL_cp_start_kind="input port"
export IMPL_syn_area_mm2=0.00159
export IMPL_ys_area_mm2=0.00159
export IMPL_grt_setup_unrepaired="no"
export IMPL_grt_pass1_vias=1176
export IMPL_hp_start="cycle_cnt[3]"
export IMPL_row_count=30
export IMPL_fin_crit_ps=2070
export IMPL_hpwl_mm=2.41
export IMPL_ant_nets=0
export IMPL_finalCritPeriodShare_pct=69.1
export IMPL_wl_per_cell_um=11.4
export IMPL_flop_cell="dfrtp_1"
export IMPL_whs_path_depth=2
export IMPL_fp_dieW_um=105
export IMPL_clockRootBuffer="clkbuf_8"
export IMPL_grt_util_all_layers_pct=6.22
export IMPL_numCtsBuffers=3
export IMPL_final_hold_viol_count=0
export IMPL_cts_sinks=18
export IMPL_edf_count=0
export IMPL_path_clk_slew_ps=80
export IMPL_finClkSkew_ps=4.99
export IMPL_status="finished, final reports clean"
export IMPL_drtIter0Drc=76
export IMPL_firstDrtPassIters=4
export IMPL_seq_area_um2=452
export IMPL_logic_area_mm2=0.00104
export IMPL_post_cts_buffers=0
export IMPL_nFillCells=751
export IMPL_ctsResizeCount=0
export IMPL_drv_slew=0
export IMPL_yosys_warnings=2
export IMPL_power_mw=1.68
export IMPL_arrival_ps=2210
export IMPL_io_pin_count=13
export IMPL_portBuffers=12
export IMPL_path_cells="clkdlybuf4s50_1 -> xor2_2 -> xnor2_1 -> or2b_1 -> a21oi_1 -> a211oi_2"
export IMPL_syn_mean_instance_area_um2=8.71
export IMPL_r2r_slack_ps=1090
export IMPL_cp_max_fo=5
export IMPL_fin_ws_ps=926
export IMPL_dp_cells=282
export IMPL_synth_cell_types=44
export IMPL_yosys_cells=183
export IMPL_cts_max_path_buffers=2
export IMPL_cts_tree="built"
export IMPL_postSynthCellCount=183
-- layout make-up --
class / instances / share of cell area [%]
Clock buffer: 4 / 3.00
Inverter: 6 / 1.23
Multi-Input combinational cell: 147 / 56.9
Sequential cell: 18 / 24.6
Tap cell: 96 / 6.54
Timing Repair Buffer: 15 / 7.77
-- power breakdown --
part | internal [mW] | leakage (nW) | switching (mW)
registers | 0.354 | 0.215 | 0.188
clock network | 0.117 | 0.0288 | 0.0874
logic | 0.437 | 0.453 | 0.498
total | 0.908 | 0.697 | 0.774
-- registers in the layout, summed over array words and instances (netlist names) --
signal,cells
cycle_cnt,4
crc_gen.genblk1.crc_x4_U.data_register,8
calculating,1
dfi_alert_n_o,1
crc_gen.genblk1.crc_x4_U.counter,4
-- cell families after synthesis --
family          count (synthesis)  synth area share [%]
mux                             1                 0.706
compound gates                 45                  18.3
flops                          18                  28.3
fa+ha+maj                       6                  4.71
buf+inv                        18                  6.20
simple gates                   59                  20.6
xor+xnor                       36                  21.2
-- worst max path at each step --
| stage | startpoint | end |
|---|---|---|
| after CTS | dfi_rddata_i[4] | crc_gen.genblk1[0].crc_x4_U.data_register[4] |
| after global routing | crc_en_i | crc_gen.genblk1[0].crc_x4_U.data_register[4] |
| final | dfi_rddata_i[4] | crc_gen.genblk1[0].crc_x4_U.data_register[5] |
-- stage by stage --
stage	cell area, um^2	util, %	hold WS, ps
finish	1840	26.6	524
detailed placement	1780	25.8	507
CTS	1840	26.6	528
global route	1840	26.6	585
floorplan	1590	-	304
global placement	1780	25.8	504
-- worst max-delay path: cells and delay by family --
family	cells	cell delay [ps]
AND-OR/OR-AND	2	210
XOR/XNOR	2	520
buffers and inverters	1	630
AND/OR/NAND/NOR	1	250
-- metal layers --
metal / routed length (um) / vias up / track usage [%]
li1: - / 661 / -
met1: 1780 / 599 / 9.75
met2: 1360 / 18 / 8.81
met3: 97 / 2 / 1.49
met4: 13 / 0 / 0.196
met5: 0 / - / 0
-- placed cells by master (no fill, tap or decap), types with 3 or more instances in the layout --
cell type / instances
xor2_1: 14
dfrtp_1: 17
o21ai_0: 15
nand3b_1: 3
nand3_1: 7
xnor2_1: 19
nand4_1: 5
a21oi_1: 8
a31oi_1: 4
clkbuf_8: 4
o31ai_1: 3
clkdlybuf4s50_1: 12
buf_4: 3
o22ai_1: 4
nand2_1: 17
inv_1: 6
ha_1: 6
and3_1: 3
nor2_1: 8
nand2b_1: 3
a211oi_2: 3
-- cells in the mapped netlist, types with 3 or more instances --
cell,instances,area [um^2]
a211oi_2,3,37.5
a21oi_1,8,40.0
a31oi_1,4,25.0
and3_1,3,18.8
buf_2,4,20.0
buf_4,5,37.5
dfrtp_1,17,425
ha_1,6,75.1
inv_1,6,22.5
nand2_1,17,63.8
nand2b_1,3,18.8
nand3_1,7,35.0
nand3b_1,3,22.5
nand4_1,5,31.3
nor2_1,8,30.0
o21ai_0,15,75.1
o22ai_1,4,25.0
o31ai_1,3,22.5
xnor2_1,19,166
xor2_1,14,123
No activity file was given, so power comes from the tool's default toggle rates.
